**design/flow/run.sh**
```bash
#!/bin/bash
# OpenROAD 26Q1-2900-gdf79404cd8, Yosys 0.63+post, stock flow scripts
make -C /OpenROAD-flow-scripts/flow DESIGN_CONFIG=/design/flow/config.mk WORK_HOME=/design/flow/orfs finish
```
**design/flow/config.mk**
```make
export PLATFORM = sky130hd
export DESIGN_NAME = uart_rx
export DESIGN_NICKNAME = uart_rx
export VERILOG_FILES = /design/flow/design.v
export SDC_FILE = /design/flow/constraint.sdc
export NUM_CORES = 4
export LEC_CHECK = 1
export CORE_UTILIZATION = 50
```
**design/flow/constraint.sdc**
```tcl
current_design uart_rx

set clk_period 5.1
set clk_io_pct 0.2

create_clock -name clk0 -period $clk_period [get_ports {rxclk}]

set non_clock_inputs [all_inputs -no_clocks]
set_input_delay [expr $clk_period * $clk_io_pct] -clock clk0 $non_clock_inputs
set_output_delay [expr $clk_period * $clk_io_pct] -clock clk0 [all_outputs]
```
**design/flow/design.v**
```verilog
module uart_rx
    (output logic [17:0] rx_data,     
    output logic rx_empty,            
    input logic rx_in,                
    input logic uld_rx_data,          
    input logic rxclk,                
    input logic reset_n);              
logic [17:0] rx_reg;
logic [3:0] rx_sample_cnt;
logic [7:0] rx_cnt;  
logic rx_d1;
logic rx_d2;
logic rx_busy;
always_ff @ (posedge rxclk or negedge reset_n) begin
    if (!reset_n) begin
        rx_reg <= 18'b0; 
        rx_data <= 18'b0;
        rx_sample_cnt <= 4'b0000;
        rx_cnt <= 8'b0;
        rx_empty <= 1'b1;
        rx_d1 <= 1'b1;
        rx_d2 <= 1'b1;
        rx_busy <= 1'b0;
    end else begin
        rx_d1 <= rx_in;
        rx_d2 <= rx_d1;
        if (uld_rx_data) begin
            rx_data  <= rx_reg;
            rx_empty <= 1'b1;
        end
        if (!rx_busy && !rx_d2) begin
            rx_busy <= 1'b1;
            rx_sample_cnt <= 4'b0001;
            rx_cnt <= 8'b0;
        end
        if (rx_busy) begin
            rx_sample_cnt <= rx_sample_cnt + 1'b1;
            if (rx_sample_cnt == 4'd7) begin
                if ((rx_d2 == 1'b1) && (rx_cnt == 8'b0)) begin
                    rx_busy <= 1'b0;
                end 
                else begin
                    rx_cnt <= rx_cnt + 1'b1; 
                    if ((rx_cnt >= 8'd1) && (rx_cnt <= 8'd18)) begin
                        rx_reg[rx_cnt - 1'b1] <= rx_d2;
                    end
                    if ((rx_cnt > 8'd18)) begin
                        rx_busy <= 1'b0;
                        rx_empty <= 1'b0;
                    end
                end
            end 
        end 
    end
end  
endmodule
```
==> results_tabular.tex <==
% Auto-generated results table
\begin{tabular}{lr}
\hline
Metric & Value \\
\hline
\multicolumn{2}{l}{\textbf{Status}} \\
\quad Outcome & complete, no violations \\
\multicolumn{2}{l}{\textbf{Layout}} \\
\quad Fraction of final layout cells with drive strength greater than 1 & 0.2165 \\
\quad Utilization after layout & 0.5922 \\
\quad Area Growth Syn to Fin & 12.24\% \\
\quad Final standard cell area without fillers & about 3000 sq um \\
\quad Area used by multi-input combinational logic & 1338 sq um \\
\quad Filler cell count & approximately 420 \\
\quad FF/Latch Area & 1305 sq um \\
\multicolumn{2}{l}{\textbf{Yosys}} \\
\quad Count of instantiated cells in the yosys netlist & roughly 240 \\
\quad Instance count of the mapped netlist & roughly 240 \\
\quad Warning count from the yosys run & 1 \\
\quad Dominant kind of combinational cell & simple AND/OR/NAND/NOR gates \\
\quad Seq share, synth & 0.4782 \\
\quad Post-synth tally of flip-flops with integrated enable & 0 \\
\quad Ys flops & 52 \\
\quad Adder-cell area share of the yosys netlist & 0.02751 \\
\quad Area of the mapped netlist & about 2700 sq um \\
\quad Multiplexer share & 0.1669 \\
\quad Chip area estimate from yosys synthesis & approximately 2700 sq um \\
\quad Avg Inst Size Synth & 11.47 sq um \\
\quad Area share of and-or/or-and cells after synthesis & 0.05319 \\
\quad Asr flop ratio synth & 1.000 \\
\quad Number of distinct library cell variants in the gate-level netlist after synthesis & 48 \\
\quad Dominant register cell & dfrtp\_1 \\
\quad Xor/xnor share & 0.05410 \\
\quad And+or+nand+nor area frac & 0.1884 \\
\multicolumn{2}{l}{\textbf{Timing}} \\
\quad Post-Route Skew & 5.475 ps \\
\quad Relative slew slack & 0.3263 \\
\quad Number of failing hold endpoints at the final stage & 0 \\
\quad Hold slack & 363.9 ps \\
\quad Top achievable clock speed & roughly 290 MHz \\
\quad Number of setup violations in the final report & 0 \\
\quad Post-route minimum period & 3488 ps \\
\quad Setup repair after global routing missed its margin & no \\
\quad Transition at the pin with the smallest max-transition slack & between 1000 and 1500 ps \\
\quad Final setup TNS & 0 ps \\
\quad Final Max Slew Viols & 0 \\
\quad Final period util & 0.6839 \\
\multicolumn{2}{l}{\textbf{Setup path}} \\
\quad Delay of the slowest cell on the worst path & around 870 ps \\
\quad Worst path required time & 5330 ps \\
\quad Worst R2R Path Depth & 8 \\
\quad Data arrival at the endpoint of the critical path & approximately 3700 ps \\
\quad Largest fanout of any net on the critical path & 20 \\
\quad Cell family with most CP delay & AND-OR/OR-AND gates \\
\quad Worst Setup EP & rx\_reg[4] \\
\quad Sum of buffers and inverters on the critical path & 1 \\
\quad First element of the critical path & rx\_cnt[0] \\
\quad WS Path Type & flop to flop \\
\quad Setup crit end kind & flop \\
\quad Reg-to-reg startpoint & rx\_cnt[0] \\
\quad Launching element type of the critical path & flop \\
\quad Worst setup slack for register-to-register paths & 1610 ps \\
\quad FF-to-FF End & rx\_reg[4] \\
\quad Cell with the largest stage delay on the worst path & a311oi\_2 \\
\quad Cells traversed along the worst timing path & inv\_1, ha\_1, or4b\_1, nor2\_1, nand3b\_1, a31o\_1, a311oi\_2, mux2\_2 \\
\quad Number of logic stages on the critical path including buffering & 8 \\
\multicolumn{2}{l}{\textbf{Clock network}} \\
\quad CTS tree & yes \\
\quad Buffers inserted during post-CTS setup optimization & 0 \\
\quad Clock sink count & $\sim$52 \\
\quad Maximum buffer depth of the clock tree & 2 \\
\quad Number of buffers created by CTS & 5 \\
\quad Clk Latency, worst-skew pair & 300 ps \\
\quad Number of resized instances in the post-cts repair step & 0 \\
\quad Count of H-tree levels built during CTS & 2 \\
\quad Root Buffer & clkbuf\_8 \\
\quad Register clock-pin slew on the reported worst setup and hold paths & 90 ps \\
\quad \# hold bufs at CTS & 0 \\
\multicolumn{2}{l}{\textbf{Drt}} \\
\quad Average detailed-routed wire length per instance & 15.28 microns \\
\quad Initial detailed-routing violation count & 109 \\
\quad Routed WL & about 5000 microns \\
\quad Number of search-and-repair iterations in the first detailed-routing pass & 4 \\
\quad Via count of the routed design & 1,814 \\
\quad Diodes inserted & 0 \\
\quad Remaining antenna violation count & 0 \\
\quad Number of vias per cell after detailed routing & 5.599 \\
\quad DRC & 0 \\
\multicolumn{2}{l}{\textbf{GRT}} \\
\quad Global-route track usage on met3 & 0.03485 \\
\quad Highest-utilization routing layer at the global route stage & met1 \\
\quad Vias in the first global route & roughly 1,600 \\
\quad Maximum number of pins on one net before global-route repair & 53 \\
\quad Global routing usage on met2 & 0.2606 \\
\quad Antenna violations before repair & 0 \\
\quad GRT met1 Usage & 0.3636 \\
\quad First-pass GRT wire length & 8369 microns \\
\quad GRT Total Usage & 0.1974 \\
\quad Remaining Overflow, GRT & 0 \\
\multicolumn{2}{l}{\textbf{Floorplan}} \\
\quad Floorplan Core Area & 5172 sq um \\
\quad Width of the die & 75.88 microns \\
\quad Core Density at Floorplan & 0.5276 \\
\quad Row Count & 26 \\
\quad Die area & 5757 sq um \\
\quad Die span in y & 75.88 microns \\
\quad Ports placed on the boundary & 23 \\
\multicolumn{2}{l}{\textbf{Placed design}} \\
\quad Port-buffer cells & 22 \\
\quad Post-detail-place hpwl & 3494 microns \\
\quad Placer congestion estimate & 0.8335 \\
\quad Area post-placement & 2972 sq um \\
\multicolumn{2}{l}{\textbf{Power}} \\
\quad Post-layout power & around 0.0014 W \\
\quad Leakage power of the design & 1.399 nW \\
\quad Peak supply drop & 0.2265 mV \\
\quad Power density cells & 448.0 nW/um\^{}2 \\
\multicolumn{2}{l}{\textbf{Run}} \\
\quad Number of maximum-capacitance violations & 0 \\
\quad Total number of warnings across the stage logs & 30 \\
\multicolumn{2}{l}{\textbf{Min path}} \\
\quad Min-delay worst type & flop to flop \\
\hline
\end{tabular}
placed cells by master, fill, tap and decap left out, types with 3 or more instances in the layout:
cell type	count
a22o_1	4
nand3b_1	4
nand4_1	7
and3_1	3
a21oi_1	5
inv_1	5
nand4b_1	3
clkdlybuf4s50_1	21
nand2_1	17
dfstp_2	3
nor4_1	7
mux2_2	34
nor2_1	13
clkbuf_8	6
nor3_1	5
ha_1	6
mux2i_1	5
nand3_1	6
xnor2_1	9
dfrtp_1	49
xor2_1	6
nor2b_1	3
cells in the mapped netlist, types with 3 or more instances:
master,n,area (sq um)
mux2i_1,5,50.05
nor2_1,13,48.80
xor2_1,6,52.55
nor2b_1,3,18.77
dfrtp_1,49,1226
nor3_1,5,25.02
a22o_1,4,35.03
clkbuf_1,8,30.03
xnor2_1,9,78.83
a21oi_1,5,25.02
dfstp_2,3,78.83
and3_1,3,18.77
nand4b_1,3,26.28
nand3b_1,4,30.03
buf_2,3,15.01
nand3_1,6,30.03
nor4_1,7,43.79
nand4_1,7,43.79
inv_1,5,18.77
mux2_2,34,382.9
nand2_1,17,63.81
ha_1,6,75.07
metrics by stage:
step,cells,setup WS [ps]
2_1_floorplan,238,1980
3_3_place_gp,317,1871
3_5_place_dp,317,1696
4_1_cts,324,1640
5_1_grt,324,1331
6_report,324,1612
layout make-up:
class,instances,share of cell area
multi-input combinational,167,0.4367
timing repair buffer,23,0.07271
clock inverter,1,0.002859
inverter,5,0.006127
sequential,52,0.4261
tap,70,0.02859
clock buffer,6,0.02696
power by group:
part / switching [W] / total, W / internal, W
combinational: 0.000365 / 0.000610 / 0.000245
sequential: 0.0000693 / 0.000528 / 0.000459
clock: 0.000126 / 0.000234 / 0.000108
worst min-delay path by stage:
stage         startpoint  endpoint  slack (ps)  cells past startpoint
finish             rx_d1     rx_d2         360                      0
global route       rx_d1     rx_d2         370                      0
CTS                rx_d1     rx_d2         370                      0
worst register-to-register path, stage by stage (launching register included):
cell and delay [ps]:
dfrtp_1 600, inv_1 200, ha_1 330, or4b_1 570
nor2_1 200, nand3b_1 110, a31o_1 240, a311oi_2 870
mux2_2 310
routing by layer:
metal | up-vias | share of wire
met3 | 2 | 0.054
met4 | 0 | 0.0034
met5 | - | 0
met1 | 872 | 0.52
met2 | 48 | 0.42
li1 | 892 | -
cell families after synthesis:
| group | Yosys count |
|---|---|
| muxes | 41 |
| xor gates and xnor gates | 16 |
| DFF | 52 |
| buffers and inverters | 19 |
| adders and majority gates | 6 |
| and+or+nand+nor | 84 |
| AOI/OAI and AO/OA | 20 |
No activity file was given, so power comes from the tool's default toggle rates.
