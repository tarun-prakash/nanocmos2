==> /design/flow/constraint.sdc <==
current_design sample

set clk_period 2.3
set clk_io_pct 0.2

create_clock -name clk0 -period $clk_period [get_ports {clk}]

set non_clock_inputs [all_inputs -no_clocks]
set_input_delay [expr $clk_period * $clk_io_pct] -clock clk0 $non_clock_inputs
set_output_delay [expr $clk_period * $clk_io_pct] -clock clk0 [all_outputs]
==> /design/flow/config.mk <==
export PLATFORM = sky130hd
export DESIGN_NAME = sample
export DESIGN_NICKNAME = sample
export VERILOG_FILES = /design/flow/design.v
export SDC_FILE = /design/flow/constraint.sdc
export NUM_CORES = 4
export LEC_CHECK = 1
export CORE_UTILIZATION = 50
==> /design/flow/run.sh <==
#!/bin/bash
# OpenROAD 26Q1-2900-gdf79404cd8, Yosys 0.63+post, stock flow scripts
make -C /OpenROAD-flow-scripts/flow DESIGN_CONFIG=/design/flow/config.mk WORK_HOME=/design/flow/orfs finish
==> /design/flow/design.v <==
module decoder38 (input logic clk, 
        input logic reset_n, 
        input logic [2:0] decode_in,
        output logic [7:0] decode_out);
always_comb begin 
    if (!reset_n) begin
        decode_out = '0;
    end 
    else begin
        case (decode_in) 
        3'b000  : decode_out = 8'b00000001;
        3'b001  : decode_out = 8'b00000010;
        3'b010  : decode_out = 8'b00000100;
        3'b011  : decode_out = 8'b00001000;
        3'b100  : decode_out = 8'b00010000;
        3'b101  : decode_out = 8'b00100000;
        3'b110  : decode_out = 8'b01000000;
        3'b111  : decode_out = 8'b10000000;
        default : decode_out = 8'b00000000; 
        endcase
    end
end  
endmodule
module decoder416 (input logic clk, 
        input logic reset_n, 
        input logic [3:0] decode_in,
        output logic [15:0] decode_out);
always_comb begin 
    if (!reset_n) begin
        decode_out = '0;
    end 
    else begin
        case (decode_in) 
        4'b0000  : decode_out = 16'b0000000000000001;
        4'b0001  : decode_out = 16'b0000000000000010;
        4'b0010  : decode_out = 16'b0000000000000100;
        4'b0011  : decode_out = 16'b0000000000001000;
        4'b0100  : decode_out = 16'b0000000000010000;
        4'b0101  : decode_out = 16'b0000000000100000;
        4'b0110  : decode_out = 16'b0000000001000000;
        4'b0111  : decode_out = 16'b0000000010000000;
        4'b1000  : decode_out = 16'b0000000100000000;
        4'b1001  : decode_out = 16'b0000001000000000;
        4'b1010  : decode_out = 16'b0000010000000000;
        4'b1011  : decode_out = 16'b0000100000000000;
        4'b1100  : decode_out = 16'b0001000000000000;
        4'b1101  : decode_out = 16'b0010000000000000;
        4'b1110  : decode_out = 16'b0100000000000000;
        4'b1111  : decode_out = 16'b1000000000000000;
        default  : decode_out = 16'b0000000000000000;
        endcase
    end
end  
endmodule
module sample
    #(parameter PIXEL_NUM_ROW = 7,
     parameter PIXEL_NUM_COL = 16,
     parameter PIXEL_ADDR_BITS_ROW = $clog2(PIXEL_NUM_ROW),
     parameter PIXEL_ADDR_BITS_COL = $clog2(PIXEL_NUM_COL ))
        (input logic clk, 
        input logic reset_n, 
        input logic enable,
        input logic single_pixel_en,
        input logic pixel_disable,
        input logic correlated_double_sampling,  
        input logic [7:0] single_pixel_row_addr,
        input logic [7:0] single_pixel_col_addr,
        output logic [PIXEL_NUM_ROW-1:0] row,
        output logic [PIXEL_NUM_COL-1:0] col,
        output logic clk_out,
        output logic start);
logic done;
logic enable_s;
logic done_s;
logic start_1;
logic start_0;
logic [PIXEL_ADDR_BITS_ROW-1:0] row_count;
logic [PIXEL_ADDR_BITS_COL-1:0] col_count;
logic [PIXEL_ADDR_BITS_ROW-1:0] row_count_ss;
logic [PIXEL_ADDR_BITS_COL-1:0] col_count_ss;
logic [PIXEL_NUM_ROW-1:0] row_decode;
logic [PIXEL_NUM_COL-1:0] col_decode;
logic [PIXEL_NUM_ROW-1:0] row_decode_single;
logic [PIXEL_NUM_COL-1:0] col_decode_single;
logic [PIXEL_ADDR_BITS_ROW-1:0] row_count_single;
logic [PIXEL_ADDR_BITS_COL-1:0] col_count_single;
logic [PIXEL_ADDR_BITS_ROW-1:0] row_count_cds;
logic [PIXEL_ADDR_BITS_COL-1:0] col_count_cds;
logic [1:0] clock_count;
always_comb begin 
    if (single_pixel_row_addr[PIXEL_ADDR_BITS_ROW-1:0] == '0)
        row_count_single = '0;
    else 
        row_count_single = single_pixel_row_addr[PIXEL_ADDR_BITS_ROW-1:0];
    if (single_pixel_col_addr[PIXEL_ADDR_BITS_COL-1:0] == '0)
        col_count_single = '0;
    else
        col_count_single = single_pixel_col_addr[PIXEL_ADDR_BITS_COL-1:0];
end  
always_comb begin 
    row_count = correlated_double_sampling ? row_count_cds : row_count_ss;
    col_count = correlated_double_sampling ? col_count_cds : col_count_ss;
    start = start_0 | start_1;
end 
always_ff @(posedge clk or negedge reset_n)  begin  
    if (!reset_n) begin
        row_count_ss <= '0;
        col_count_ss <= '0;
    end 
    else if (pixel_disable) begin
        row_count_ss <= '0;
        col_count_ss <= '0;
    end
    else if (enable_s) begin
        if (done) begin
            row_count_ss <= '0;
            col_count_ss <= '0;
        end
        else begin 
            if (col_count_ss == PIXEL_NUM_COL-1) begin
                col_count_ss <= '0;
                row_count_ss <= row_count_ss + 1'b1;
            end else begin
                col_count_ss <= col_count_ss + 1'b1;
            end
        end
    end
    else begin
        row_count_ss <= '0;
        col_count_ss <= '0;
    end 
end  
always_ff @(posedge clk or negedge reset_n) begin  
    if (!reset_n) begin
        row_count_cds <= '0;
        col_count_cds <= '0;
        clock_count <= '0;
    end 
    else if (pixel_disable) begin
        row_count_cds <= '0;
        col_count_cds <= '0;
    end
    else if (enable_s) begin
        if (done) begin
            row_count_cds <= '0;
            col_count_cds <= '0;
        end
        else begin
            if(clock_count == 2'b01) begin
                clock_count <= '0;
                if (col_count_cds == PIXEL_NUM_COL - 1'b1) begin
                    col_count_cds <= 0;
                    if (row_count_cds == PIXEL_NUM_ROW - 1'b1) begin
                        row_count_cds <= 0;
                    end else begin
                        row_count_cds <= row_count_cds + 1'b1;
                    end
                end else begin
                    col_count_cds <= col_count_cds + 1'b1;
                end
            end else begin
                clock_count <= clock_count + 1'b1;
            end
        end
    end
    else begin
        row_count_cds <= '0;
        col_count_cds <= '0;
    end 
end  
always_ff @ (posedge clk or negedge reset_n) begin  
    if (!reset_n) begin
        enable_s <= '0;
        done_s <= '0;
    end
    else begin
        enable_s <= enable;
        done_s <= done;
    end
end  
always_ff @(negedge clk or negedge reset_n)  begin
    if (!reset_n) begin 
        done <= '0;
    end
    else if  (enable_s == 1) begin 
        if (row_count == PIXEL_NUM_ROW-1 && col_count == PIXEL_NUM_COL-1) begin
        done <= 1'b1;
        end
    end
    else 
        done <= '0;
end  
always_ff @(negedge clk or negedge reset_n)  begin
    if (!reset_n) begin
        start_0 <= '0;
        start_1 <= '0;
    end
    else if (enable_s == 1'b1 && done_s == 1'b0) begin  
        start_1 <= 1'b1;
        start_0 <= start_1;
    end
    else begin 
        start_1 <= 1'b0;
        start_0 <= start_1;
    end
end  
always_comb begin
    clk_out = clk & (start_0 | start_1);
end  
always_ff @(negedge clk or negedge reset_n)  begin  
    if (!reset_n) begin
        row <= '0;
        col <= '0;
    end 
    else if (pixel_disable) begin
        row <= '0;
        col <= '0;
    end
    else if (enable_s) begin
        if (done_s) begin 
            row <= '0; 
            col <= '0; 
        end 
        else if( correlated_double_sampling == 1'b1 && clock_count == 2'b01) begin
            row <= '0; 
            col <= '0; 
        end
        else begin
        row <= single_pixel_en ? row_decode_single : row_decode;
        col <= single_pixel_en ? col_decode_single : col_decode;
        end
    end
    else begin
        row <= '0; 
        col <= '0; 
    end
end  
decoder38 
    decoder_row(
    .clk (clk), 
    .reset_n (reset_n), 
    .decode_in (row_count),
    .decode_out (row_decode)
    );
decoder416 
    decoder_col(
    .clk (clk), 
    .reset_n (reset_n), 
    .decode_in (col_count),
    .decode_out (col_decode)
    );
decoder38 
    decoder_row_single(
    .clk (clk), 
    .reset_n (reset_n), 
    .decode_in (row_count_single),
    .decode_out (row_decode_single)
    );
decoder416 
    decoder_col_single(
    .clk (clk), 
    .reset_n (reset_n), 
    .decode_in (col_count_single),
    .decode_out (col_decode_single)
    );
endmodule
==> Slide: Implementation Results <==
Run Summary

Run status
  – Run status: finished, violations left
  – Violated checks: negative setup slack

GRT
  – Vias in the first global route: 2059
  – Pin count of the biggest net entering global routing: 45
  – Gr ovfl total: 0
  – Gr usage total: 25.87%
  – First-pass GRT wire length: 10100 um
  – Initial antenna violation count: 0

STA
  – Endpoints failing setup: 49
  – Smallest setup slack after layout: -0.5422 ns
  – Skew final: 0.01892 ns
  – Slew @ Worst Pin: 0.5369 ns
  – Final hold slack: 0.2246 ns
  – Max-slew violation count: 0
  – Final Hold Vio Count: 0
  – Worst slew margin: 64.21%
  – RSZ-0062 raised after global routing: true
  – Setup TNS Final: -7.561 ns

Drt
  – Detailed router's first-iteration violation count: 113
  – DRT antenna net count: 0
  – Routed wire length per instance: 16.09 um
  – DRT Wirelength: 6371 um
  – Vias per cell: 5.611
  – Routed via count: 2222
  – Residual DRC: 0
  – N_diodes: 0
  – Pre-antenna DRT Iters: 4

Synthesis
  – Adder-cell share of the synthesized area: 1.460%
  – Top cell type's share of synthesized area: 25.30%
  – Dominant comb cell: simple AND/OR/NAND/NOR gates
  – Post-synth EDFFs: 0
  – Cell area leaders: dfrtn_1, dfrtp_1, a21oi_1
  – Mapped cell area: 2571 um2
  – Basic Gates by Area: 29.44%
  – Chip area in the Yosys report: 2571 um2
  – Sequential share of the synthesized area: 42.82%
  – Mux share: 3.552%
  – Compound Share, Synth: 15.38%
  – Yosys warns: 5
  – Yosys cell count: 243
  – Post-synth ARST share: 100.0%
  – Cell Type Count: 52
  – FF+latch count, synth: 44
  – Cells after Synth: 243
  – Yosys xor share: 1.703%
  – Cell type with the largest total area: dfrtn_1
  – Mean Syn Cell Area: 10.58 um2
  – Main synth FF type: dfrtn_1

Clock network
  – CTS tree: built
  – Late-Pin Clk Latency: 0.41 ns
  – Reg clk slew, reported paths: 0.08 ns

Worst setup path
  – WP data required: 1.84 ns
  – Crit-path max FO: 2
  – CP Cell Sequence: or2_4 > and2_4 > buf_6
  – CP endpoint kind: primary output
  – R2R setup slack: -0.14 ns
  – Reg2Reg Depth: 6
  – Critical path class: reg2out
  – Crit Reg-Reg Startpoint: clock_count[1]
  – Reg-to-Reg End: col[12]
  – Worst EP arrival: 2.38 ns
  – Setup crit start: start_0
  – Startpoint Class: flop
  – Max incr delay on CP: 0.33 ns
  – Slowest stage cell, crit path: dfrtn_1

Power
  – Worst IR drop on VDD: 0.0004589 V
  – Pwr per Cell Area: 508.3 nW/um2
  – Pleak: 1.594 nW

Die
  – # IOs: 47
  – Die area: 5433 um2
  – # rows: 25
  – Die X: 73.71 um
  – Die Y-Extent: 73.71 um
  – CORE AREA: 4848 um2
  – Initial Util: 53.03%

Layout
  – MI comb area: 1441 um2
  – Flop area: 1104 um2
  – Share of cells above drive strength 1: 43.47%
  – Utilization after layout: 73.16%
  – Fill cell count: 368
  – P&R area growth vs syn: 37.96%

Place
  – Dpl hpwl: 4137 um
  – Count of input and output buffers: 37
  – RePlAce Congestion: 0.8607
  – Pre-CTS setup slack: -0.8864 ns

Hold path
  – Min-Delay Path Class: in2async

Run
  – MaxCap Viol Count: 0
  – Log Warnings: 40
## synthesized netlist by cell type, types with 2 or more instances
master     n
nor4b_4    4
o22ai_1    5
a21oi_1   28
mux2i_1    2
clkbuf_1   2
or3_1      2
and3_1     3
ha_1       3
nor2b_1    6
nand3b_1   3
buf_2      7
nor4_4     2
buf_4      3
and4bb_2   5
nand3_1   15
nor3b_1    2
and3b_1    7
xor2_1     4
nor3_1     3
o211ai_1  18
o21ai_0    4
a31oi_1    2
and4b_1    3
nand2_1   23
dfrtp_1   18
inv_1      3
buf_6      4
nor3b_2    4
dfrtn_1   26
nor2_1     8
mux2i_4    2
and2_1     2
## worst max-delay path: cells and delay by family (launching register included)
kind | cells | cell delay (ns)
DFF | 1 | 0.33
and+or+nand+nor | 2 | 0.39
buffers and inverters | 1 | 0.10
## per-layer routing
metal | wire [um] | track usage [%] | share of wire, %
met2 | 3028 | 39.65 | 48
met3 | 339 | 6.935 | 5.3
met5 | 0 | 0 | 0
met4 | 87 | 5.983 | 1.4
met1 | 2915 | 38.36 | 46
## cells by family (layout without fill, tap and decap cells)
group	after synthesis	after routing
and+or+nand+nor	101	101
adders and majority gates	3	3
buffers and inverters	22	108
AOI/OAI and AO/OA	62	62
xor gates and xnor gates	5	5
muxes	6	6
DFF	44	44
## per-stage QoR
step           area (um2)  std cells  total power, W
3_3_place_gp         3268        374        0.001153
5_1_grt              3547        396        0.001892
3_5_place_dp         3268        374        0.001154
4_1_cts              3483        395        0.001800
6_report             3547        396        0.001803
2_1_floorplan        2585        243        0.001011
## power by group
part	total (W)	switching, W	leakage, nW	internal, W
Clock	0.000640	0.000276	0.0722	0.000364
Sequential	0.000819	0.0000221	0.600	0.000796
Combinational	0.000345	0.000175	0.922	0.000170
Total	0.00180	0.000473	1.59	0.00133
## sequential cells by signal, summed over array words and instances (netlist names)
signal         count
done               1
row                7
col_count_ss       4
done_s             1
row_count_ss       3
clock_count        2
start_0            1
enable_s           1
col               16
start_1            1
col_count_cds      4
row_count_cds      3
## area by class of cell
cell class                      count  share of cell area (%)
Timing Repair Buffer               92                   21.73
Multi-Input combinational cell    177                   40.63
Tap cell                           67                   2.363
Inverter                            4                  0.4233
Clock buffer                       11                   3.633
Sequential cell                    44                   31.11
Clock inverter                      1                  0.1058
## cells in the final DEF, fill, tap and decap left out, types with 6 or more instances in the layout
master,netlist,final
a21oi_1,28,9
a21oi_2,1,18
and3b_1,7,7
buf_2,7,26
buf_4,3,41
buf_6,4,8
clkbuf_8,0,8
clkdlybuf4s50_1,0,9
dfrtn_1,26,26
dfrtp_1,18,16
nand2_1,23,23
nand3_1,15,15
nor2_1,8,7
nor2b_1,6,6
o211ai_1,18,18
## worst max-delay path by stage
stage	end	slack [ns]	cells after the start
CTS	clk_out	-0.54	3
finish	clk_out	-0.54	3
global route	clk_out	-0.59	3
## repair_timing
action / 4_1_cts / 5_1_grt
hold buffers: 0 / 0
setup endpoints to repair: 50 / 53
setup buffers: 7 / 2
pin swaps: 6 / 8
cloned: 3 / 1
gates resized: 102 / 24
Power and IR drop assume default switching activity.
