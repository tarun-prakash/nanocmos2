**./design.v**
```verilog
module uart_tx
    #(parameter WIDTH = 18)
    (output logic tx_out,            
    output logic tx_busy,            
    input logic [WIDTH-1:0] tx_data,      
    input logic ld_tx_data,          
    input logic txclk,               
    input logic reset_n);            
logic [WIDTH-1:0] tx_reg;
logic [4:0] tx_cnt;
always_ff @ (posedge txclk or negedge reset_n) begin
    if (!reset_n) begin
        tx_reg <= 0;
        tx_busy <= 1'b0;
        tx_out <= 1'b1;
        tx_cnt <= 8'b0;
    end 
    else begin
        if (ld_tx_data) begin
            tx_reg   <= tx_data;
            tx_busy <= 1'b1;
        end
        if (tx_busy) begin
            tx_cnt <= tx_cnt + 1'b1;
            if (tx_cnt == 8'b0) begin
                tx_out <= 1'b0;
            end
            if (tx_cnt > 8'b0 && tx_cnt <= 8'd18) begin
                tx_out <= tx_reg[tx_cnt - 1'b1];
            end
            if (tx_cnt > 8'd18) begin
                tx_out <= 1'b1;
                tx_cnt <= 8'b0;
                tx_busy <= 1'b0;
            end
        end
    end 
end  
endmodule
```
**./run.sh**
```bash
#!/bin/bash
# OpenROAD 26Q1-2900-gdf79404cd8, Yosys 0.63+post, stock flow scripts
make -C /OpenROAD-flow-scripts/flow DESIGN_CONFIG=/design/flow/config.mk WORK_HOME=/design/flow/orfs finish
```
**./config.mk**
```make
export PLATFORM = sky130hd
export DESIGN_NAME = uart_tx
export DESIGN_NICKNAME = uart_tx
export VERILOG_FILES = /design/flow/design.v
export SDC_FILE = /design/flow/constraint.sdc
export NUM_CORES = 4
export LEC_CHECK = 1
export CORE_AREA = 10 10 103 103
export DIE_AREA = 0 0 113 113
```
**./constraint.sdc**
```tcl
current_design uart_tx

set clk_period 3.0
set clk_io_pct 0.2

create_clock -name clk0 -period $clk_period [get_ports {txclk}]

set non_clock_inputs [all_inputs -no_clocks]
set_input_delay [expr $clk_period * $clk_io_pct] -clock clk0 $non_clock_inputs
set_output_delay [expr $clk_period * $clk_io_pct] -clock clk0 [all_outputs]
```
==> impl_metrics.toml <==
# generated from flow reports
[final_timing]
timing_worst_slew_pin_value_ns = 0.540
min_period_over_period_pct = 84.8
slew_violations = 0
rsz0062_at_grt = "no"
finalSetupViolations = 0
fmax_ghz = 0.393
period_minus_slack_ns = 2.54
slew_headroom_pct = 63.9
fin_tns_setup_ns = 0
hold_slack_ns = 0.512
clock_skew_ns = 0.00564
hold_viol_final = 0

[floorplanning]
placementRows = 33
core_um2 = 8300
die_h_um = 113
die_w_um = 113
io_pins = 23
chip_area_um2 = 12800
initial_core_util_pct = 17.0

[setup_path]
worstPathArrival_ns = 2.74
required_ns = 3.20
critPathCaptureType = "flip-flop"
worstReg2RegStart = "tx_cnt[0]"
r2r_end = "tx_out"
start_kind = "flip-flop"
worstSetupPathType = "reg2reg"
reg2reg_slack_ns = 0.46
reg2regPathDepth = 8
cp_max_fo = 11

[synthesis]
ys_types = 39
top_area_share_pct = 42.5
top_cells_by_area = "dfrtp_1 43%, mux2_2 15%, mux4_2 4.8%, ha_1 3.5%, buf_6 2.4%"
yosysCellCount = 117
async_flop_share_pct = 100
synth_seq_share_pct = 44.4
logic_family = "multiplexers"
syn_area_um2 = 1410
aoi_share_pct = 11.1
yosysWarnings = 1
synth_top_cell_by_area = "dfrtp_1"
numSynthFlops = 25
ys_sh_xor_pct = 0
yosys-stat-area_um2 = 1410
edf_count = 0
avgSynthCellArea_um2 = 12.1
ff_type = "dfrtp_1"
syn_inst = 117
simple_gate_area_share_pct = 11.9
adder_share_pct = 3.54
ys_sh_mux_pct = 24.9

[pwr]
p_leak_nw = 0.688
vdd_ir_drop_max_mv = 0.346
pwr_density_cell_nw_per_um2 = 816

[cts]
cts_tree = "yes"
insertion_delay_ns = 0.27
path_clk_slew_ns = 0.09
cts.sinks = 25
cts_buffers = 3
ctsResizeCount = 0
htree_levels = 1
cts.path.max_buffers = 2
post-cts-setup-buffers = 0
cts_hold_buf = 0
clock-root-buffer = "clkbuf_8"

[placement]
place.gp.congestion = 0.844
dpl_cell_area_um2 = 1730
place.port_buffers = 22
hpwl_um = 2290

[final_layout]
largest_register_ffs = 18
final_common_cell = "dfrtp_1"
syn_to_final_growth_pct = 25.4
post-route-cell-area_um2 = 1770
final_cell_mix = "24 x dfrtp_1, 22 x clkdlybuf4s50_1, 19 x mux2_2, 8 x nand2_1"
drive_above_1_share_pct = 25.4

[grt]
grtUsageTotal_pct = 4.77
grt_antenna_before_repair = 0
grt_start_max_net_pins = 20
grt_first_pass_wirelength_um = 5290
grt-ovfl-total = 0
first_global_vias = 1039

[drt]
dr.pass1.iters = 4
drt_iter0_drc = 88
vias = 979
wl_per_cell_um = 12.5
avgViaCountPerCell = 4.03
drc = 0
routed_wl_um = 3030
antenna_left = 0
antennaDiodeCount = 0

[status]
status = "completed"

[min_path]
hold_depth = 2
min_from = "tx_out"
hold_path_class = "reg2reg"
min_to = "tx_out"

[job]
cap_violations = 0
tool_warnings = 28
==> critical path, cell delays in order (launching register included) <==
cell,delay (ns)
dfrtp_1,0.59
inv_1,0.19
ha_1,0.61
mux2_2,0.41
a21o_1,0.18
a21oi_1,0.13
a21oi_1,0.09
nor4_2,0.21
a211oi_1,0.07
==> Yosys cell counts, types with 2 or more instances <==
library cell,n
o22ai_1,3
mux2i_1,3
nand4_1,3
dfrtp_1,24
buf_6,3
o21ai_0,4
nand2b_1,5
nand2_1,8
nor2_1,3
o21ai_1,2
ha_1,4
buf_2,3
mux2_2,19
a21oi_1,5
mux4_2,3
inv_1,2
==> layout make-up <==
class,instances,area [um2]
Inverter,2,7.51
Tap cell,105,131
Multi-Input combinational cell,83,726
Fill cell,875,6530
Timing Repair Buffer,24,235
Sequential cell,25,627
Clock buffer,4,45.0
==> power by group <==
part / internal, W / switching, W
registers: 0.000412 / 0.000138
clock network: 0.0000950 / 0.000109
logic: 0.000371 / 0.000321
==> how the worst max path moves through the flow <==
| stage | start | endpoint | depth (start not counted) |
|---|---|---|---|
| 6_report | tx_cnt[0] | tx_out | 8 |
| 5_1_grt | tx_cnt[0] | tx_out | 8 |
| 4_1_cts | tx_cnt[0] | tx_out | 8 |
==> stage by stage <==
stage,setup WS (ns),util (%),total power [W],std cells
after global routing,0.229,21.3,0.00157,243
after global placement,0.518,20.8,0.00124,239
final,0.457,21.3,0.00145,243
after CTS,0.448,21.3,0.00146,243
after detailed placement,0.471,20.8,0.00125,239
after floorplan,1.02,-,0.00112,117
==> routing by layer <==
metal,vias up,track usage [%],routed length (um),share of wire [%]
met5,-,0,0,0
met4,0,0.508,16,0.53
met3,2,1.28,150,5.0
met2,24,7.68,1400,46
met1,475,6.48,1460,48
li1,478,-,-,-
==> cells by family after synthesis <==
kind of cell	Yosys count
simple gates	27
buf+inv	9
flops	25
fa+ha+maj	4
compound gates	24
mux	28
Power figures rest on the tool's default switching activity, not on a simulated workload.
